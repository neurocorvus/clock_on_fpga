==> flow/design.v <==
module button_debounce
(
    input   i_Clock,
    input   i_Button,
    output  o_Released_Button
);
    localparam c_DEBOUNCE_LIMIT = 10'b1111111111;
    reg [9:0]   r_Counter           = 10'b0;
    reg         r_State             = 1'b0;
    reg         r_Released_Button   = 1'b0;
    always @(posedge i_Clock) begin
        if(i_Button !== r_State && r_Counter < c_DEBOUNCE_LIMIT)
            r_Counter <= r_Counter + 1'b1;
        else if(r_Counter == 10'b1111111111) begin
            r_State <= i_Button;
            r_Counter <= 0;
        end else
            r_Counter <= 0;
    end
    always @(posedge i_Clock) begin
        r_Released_Button <= r_State;
    end
    assign o_Released_Button = r_Released_Button & ~r_State;
endmodule
module clock_counters
(
    input           i_Clock,
    input           i_Reset_Sec,
    input           i_Enable_Increment,
    input           i_Enable_Count_Sec,
    input           i_Enable_Count_Min,
    input           i_Enable_Count_Hour,
    output  [3:0]   o_Units_Sec,
    output  [2:0]   o_Tens_Sec,
    output  [3:0]   o_Units_Min,
    output  [2:0]   o_Tens_Min,
    output  [3:0]   o_Units_Hour,
    output  [1:0]   o_Tens_Hour
);
    localparam c_WIDTH_COUNTER_MOD9 = 4;
    localparam c_WIDTH_COUNTER_MOD5 = 3;
    localparam c_WIDTH_COUNTER_MOD3 = 2;
    localparam c_RESET_UNITS_SEC = 4'd9;
    localparam c_RESET_TENS_SEC  = 3'd5;
    wire w_Carry_Units_Sec;
    wire w_Carry_Tens_Sec;
    counter
    #(
        .c_WIDTH            (c_WIDTH_COUNTER_MOD9),
        .c_RESET_VALUE      (c_RESET_UNITS_SEC)
    ) UNITS_SEC (
        .i_Clock            (i_Clock),
        .i_Reset            (i_Reset_Sec),
        .i_Enable_Count     (i_Enable_Count_Sec),
        .o_Data             (o_Units_Sec),
        .o_Carry            (w_Carry_Units_Sec)
    );
    counter
    #(
        .c_WIDTH            (c_WIDTH_COUNTER_MOD5),
        .c_RESET_VALUE      (c_RESET_TENS_SEC)
    ) TENS_SEC (
        .i_Clock            (i_Clock),
        .i_Reset            (i_Reset_Sec),
        .i_Enable_Count     (w_Carry_Units_Sec),
        .o_Data             (o_Tens_Sec),
        .o_Carry            (w_Carry_Tens_Sec)
    );
    localparam c_RESET_UNITS_MIN = 4'd9;
    localparam c_RESET_TENS_MIN  = 3'd5;
    wire w_Carry_Units_Min;
    wire w_Carry_Tens_Min;
    wire w_Enable_Count_Units_Min;
	assign w_Enable_Count_Units_Min = i_Enable_Count_Min & (w_Carry_Tens_Sec | i_Enable_Increment);
    counter
    #(
        .c_WIDTH            (c_WIDTH_COUNTER_MOD9),
        .c_RESET_VALUE      (c_RESET_UNITS_MIN)
    ) UNITS_MIN (
        .i_Clock            (i_Clock),
        .i_Enable_Count     (w_Enable_Count_Units_Min),
        .o_Data             (o_Units_Min),
        .o_Carry            (w_Carry_Units_Min)
    );
    counter
    #(
        .c_WIDTH            (c_WIDTH_COUNTER_MOD5),
        .c_RESET_VALUE      (c_RESET_TENS_MIN)
    ) TENS_MIN (
        .i_Clock            (i_Clock),
        .i_Enable_Count     (w_Carry_Units_Min),
        .o_Data             (o_Tens_Min),
        .o_Carry            (w_Carry_Tens_Min)
    );
    localparam c_RESET_UNITS_HOUR = 4'd9;
    localparam c_RESET_TENS_HOUR  = 2'd3;
    wire w_Carry_Units_Hour;
    wire w_Enable_Count_Units_Hour;
    wire w_Reset_Compare_Units_Hours;
    wire w_Reset_Compare_Tens_Hours;
    wire w_Reset_Compare_Hours;
    wire w_Reset_Hours_Normal_Count;
    wire w_Reset_Hours_Settings_Count;
    wire w_Reset_Hours;
    assign w_Enable_Count_Units_Hour = i_Enable_Count_Hour & (w_Carry_Tens_Min | i_Enable_Increment);
    assign w_Reset_Compare_Units_Hours = o_Units_Hour[1] & o_Units_Hour[0];
    assign w_Reset_Compare_Tens_Hours = o_Tens_Hour[1] & ~o_Tens_Hour[0];
    assign w_Reset_Compare_Hours = w_Reset_Compare_Tens_Hours & w_Reset_Compare_Units_Hours;
    assign w_Reset_Hours_Normal_Count = ~i_Enable_Increment & w_Reset_Compare_Hours & w_Carry_Tens_Min & w_Carry_Units_Min & w_Carry_Tens_Sec & w_Carry_Units_Sec;
    assign w_Reset_Hours_Settings_Count = i_Enable_Increment & w_Reset_Compare_Hours;
    assign w_Reset_Hours = w_Reset_Hours_Normal_Count | w_Reset_Hours_Settings_Count;
    counter
    #(
        .c_WIDTH            (c_WIDTH_COUNTER_MOD9),
        .c_RESET_VALUE      (c_RESET_UNITS_HOUR)
    ) UNITS_HOUR (
        .i_Clock            (i_Clock),
        .i_Reset            (w_Reset_Hours),
        .i_Enable_Count     (w_Enable_Count_Units_Hour),
        .o_Data             (o_Units_Hour),
        .o_Carry            (w_Carry_Units_Hour)
    );
    counter
    #(
        .c_WIDTH            (c_WIDTH_COUNTER_MOD3),
        .c_RESET_VALUE      (c_RESET_TENS_HOUR)
    ) TENS_HOUR (
        .i_Clock            (i_Clock),
        .i_Reset            (w_Reset_Hours),
        .i_Enable_Count     (w_Carry_Units_Hour),
        .o_Data             (o_Tens_Hour)
    );
endmodule
module clock_master
(
    input   i_Clock,
    output  o_Clock_1024Hz,
    output  o_Clock_512Hz,
    output  o_Clock_2Hz,
    output  o_Clock_1Hz,
    output  o_Enable_Clock_1Hz
);
    reg [14:0]  r_Counter = 15'b0;
    always @(posedge i_Clock) begin
        r_Counter <= r_Counter + 1'b1;
    end
    assign  o_Clock_1024Hz      = r_Counter[4];
    assign  o_Clock_512Hz       = r_Counter[5];
    assign  o_Clock_2Hz         = r_Counter[13];
    assign  o_Clock_1Hz         = r_Counter[14];
    assign  o_Enable_Clock_1Hz  = r_Counter == 15'b111111111111111;
endmodule
module clock_top
(
    input           i_Clock,
    input           i_Button_Set,
    input           i_Button_Up,
    output  [7:0]   o_Segments,
    output  [3:0]   o_Digits
);
    wire            w_Released_Button_Set;
    button_debounce                     BUTTON_SET
    (
        .i_Clock                        (i_Clock),
        .i_Button                       (i_Button_Set),
        .o_Released_Button              (w_Released_Button_Set)
    );
    wire            w_Released_Button_Up;
    button_debounce                     BUTTON_UP
    (
        .i_Clock                        (i_Clock),
        .i_Button                       (i_Button_Up),
        .o_Released_Button              (w_Released_Button_Up)
    );
    wire    [1:0]   w_Display_Clock;
    wire            w_Display_Blink_Digits;
    wire            w_Display_Blink_Dot;
    wire            w_Enable_Clock_Count_Sec;
    clock_master                        CLOCK_MASTER
    (
        .i_Clock                        (i_Clock),
        .o_Clock_1024Hz                 (w_Display_Clock[0]),
        .o_Clock_512Hz                  (w_Display_Clock[1]),
        .o_Clock_2Hz                    (w_Display_Blink_Digits),
        .o_Clock_1Hz                    (w_Display_Blink_Dot),
        .o_Enable_Clock_1Hz             (w_Enable_Clock_Count_Sec)
    );
    wire            w_Counters_Reset_Sec;
    wire            w_Counters_Enable_Increment;
    wire    [2:0]   w_Counters_Enable_Count;
    wire    [1:0]   w_Display_Enable_Digits;
    wire            w_Display_Enable_Dot;
    control_unit                        CONTROL_UNIT
    (
        .i_Clock                        (i_Clock),
        .i_Switch                       (w_Released_Button_Set),
        .o_Counters_Reset               (w_Counters_Reset_Sec),
        .o_Counters_Enable_Increment    (w_Counters_Enable_Increment),
        .o_Counters_Enable_Count        (w_Counters_Enable_Count),
        .o_Display_Enable_Digits        (w_Display_Enable_Digits),
        .o_Display_Enable_Dot           (w_Display_Enable_Dot)
    );
    assign w_Enable_Count_Sec = w_Counters_Enable_Count[0] & w_Enable_Clock_Count_Sec;
	assign w_Enable_Increment = w_Counters_Enable_Increment & w_Released_Button_Up;
    wire            w_Enable_Increment;
    wire            w_Enable_Count_Sec;
    wire    [3:0]   w_Units_Sec;
    wire    [2:0]   w_Tens_Sec;
    wire    [3:0]   w_Units_Min;
    wire    [2:0]   w_Tens_Min;
    wire    [3:0]   w_Units_Hour;
    wire    [1:0]   w_Tens_Hour;
    clock_counters                      CLOCK_COUNTERS
    (
        .i_Clock                        (i_Clock),
        .i_Reset_Sec                    (w_Counters_Reset_Sec),
        .i_Enable_Increment             (w_Enable_Increment),
        .i_Enable_Count_Sec             (w_Enable_Count_Sec),
        .i_Enable_Count_Min             (w_Counters_Enable_Count[1]),
        .i_Enable_Count_Hour            (w_Counters_Enable_Count[2]),
        .o_Units_Sec                    (w_Units_Sec),
        .o_Tens_Sec                     (w_Tens_Sec),
        .o_Units_Min                    (w_Units_Min),
        .o_Tens_Min                     (w_Tens_Min),
        .o_Units_Hour                   (w_Units_Hour),
        .o_Tens_Hour                    (w_Tens_Hour)
    );
    wire    [3:0]   w_Enable_Digits;
    wire            w_Enable_Dot;
    assign w_Enable_Digits[0]   = ~(w_Display_Blink_Digits & w_Display_Enable_Digits[0]);
    assign w_Enable_Digits[1]   = ~(w_Display_Blink_Digits & w_Display_Enable_Digits[0]);
    assign w_Enable_Digits[2]   = ~(w_Display_Blink_Digits & w_Display_Enable_Digits[1]);
    assign w_Enable_Digits[3]   = ~(w_Display_Blink_Digits & w_Display_Enable_Digits[1]);
    assign w_Enable_Dot         = w_Display_Blink_Dot & w_Display_Enable_Dot;
    display                             DISPLAY
    (
        .i_Select                       (w_Display_Clock),
        .i_Enable_Digits                (w_Enable_Digits),
        .i_Enable_Dot                   (w_Enable_Dot),
        .i_Data_Dig1                    (w_Tens_Hour),
        .i_Data_Dig2                    (w_Units_Hour),
        .i_Data_Dig3                    (w_Tens_Min),
        .i_Data_Dig4                    (w_Units_Min),
        .o_Segments                     (o_Segments),
        .o_Digits                       (o_Digits)
    );
endmodule
module control_unit
(
    input           i_Clock,
    input           i_Switch,
    output          o_Counters_Reset,
    output          o_Counters_Enable_Increment,
    output  [2:0]   o_Counters_Enable_Count,
    output  [1:0]   o_Display_Enable_Digits,
    output          o_Display_Enable_Dot
);
    localparam IDLE         = 2'b00;
    localparam RESET_SEC    = 2'b01;
    localparam SET_MIN      = 2'b10;
    localparam SET_HOUR     = 2'b11;
    reg [1:0]   r_State         = 2'b0;
    reg [1:0]   r_Next_State    = 2'b0;
    reg         r_Counters_Reset;
    reg         r_Counters_Enable_Increment;
    reg [2:0]   r_Counters_Enable_Count;
    reg [1:0]   r_Display_Enable_Digits;
    reg         r_Display_Enable_Dot;
    always @(posedge i_Clock) begin
        r_State <= r_Next_State;
    end
    always @(*) begin
        case(r_State)
            IDLE: begin
                r_Counters_Reset            = 1'b0;
                r_Counters_Enable_Increment = 1'b0;
                r_Counters_Enable_Count     = 3'b111;
                r_Display_Enable_Digits     = 2'b00;
                r_Display_Enable_Dot        = 1'b1;
                if (i_Switch)
                    r_Next_State = RESET_SEC;
                else
                    r_Next_State = IDLE;
            end
            RESET_SEC: begin
                r_Counters_Reset            = 1'b1;
                r_Counters_Enable_Increment = 1'b0;
                r_Counters_Enable_Count     = 3'b000;
                r_Display_Enable_Digits     = 2'b00;
                r_Display_Enable_Dot        = 1'b0;
                r_Next_State = SET_MIN;
            end
            SET_MIN: begin
                r_Counters_Reset            = 1'b0;
                r_Counters_Enable_Increment = 1'b1;
                r_Counters_Enable_Count     = 3'b010;
                r_Display_Enable_Digits     = 2'b01;
                r_Display_Enable_Dot        = 1'b0;
                if (i_Switch)
                    r_Next_State = SET_HOUR;
                else
                    r_Next_State = SET_MIN;
            end
            SET_HOUR: begin
                r_Counters_Reset            = 1'b0;
                r_Counters_Enable_Increment = 1'b1;
                r_Counters_Enable_Count     = 3'b100;
                r_Display_Enable_Digits     = 2'b10;
                r_Display_Enable_Dot        = 1'b0;
                if (i_Switch)
                    r_Next_State = IDLE;
                else
                    r_Next_State = SET_HOUR;
            end
        endcase
    end
    assign o_Counters_Enable_Increment  = r_Counters_Enable_Increment;
    assign o_Counters_Reset             = r_Counters_Reset;
    assign o_Counters_Enable_Count[2:0] = r_Counters_Enable_Count[2:0];
    assign o_Display_Enable_Digits[1:0] = r_Display_Enable_Digits[1:0];
    assign o_Display_Enable_Dot         = r_Display_Enable_Dot;
endmodule
module counter
#(
    parameter               c_WIDTH         = 4,
    parameter               c_RESET_VALUE   = 4'b1111
)(
    input                   i_Clock,
    input                   i_Reset,
    input                   i_Enable_Count,
    output  [c_WIDTH-1:0]   o_Data,
    output                  o_Carry
);
    reg [c_WIDTH-1:0] r_Counter = 0;
    always @(posedge i_Clock) begin
        if(i_Reset)
            r_Counter <= 0;
        else begin
            if(i_Enable_Count) begin
                if(r_Counter == c_RESET_VALUE)
                    r_Counter <= 0;
                else
                    r_Counter <= r_Counter + 1'b1;
            end
        end
    end
    assign o_Data[c_WIDTH-1:0]  = r_Counter[c_WIDTH-1:0];
    assign o_Carry              = i_Enable_Count & (r_Counter == c_RESET_VALUE);
endmodule
module display
(
    input   [1:0]   i_Select,
    input   [3:0]   i_Enable_Digits,
    input           i_Enable_Dot,
    input   [3:0]   i_Data_Dig1,
    input   [3:0]   i_Data_Dig2,
    input   [3:0]   i_Data_Dig3,
    input   [3:0]   i_Data_Dig4,
    output  [7:0]   o_Segments,
    output  [3:0]   o_Digits
);
    reg     [3:0]   r_Data_Mux;
    reg     [6:0]   r_Segments;
    reg     [3:0]   r_Digits;
    wire    [3:0]   w_Enable_Digits;
    always @(*) begin
        case(i_Select)
            2'b00:  r_Data_Mux = i_Data_Dig1;
            2'b01:  r_Data_Mux = i_Data_Dig2;
            2'b10:  r_Data_Mux = i_Data_Dig3;
            2'b11:  r_Data_Mux = i_Data_Dig4;
        endcase
    end
    always @(*) begin
        case(r_Data_Mux)
            4'b0000: r_Segments = 7'b011_1111;
            4'b0001: r_Segments = 7'b000_0110;
            4'b0010: r_Segments = 7'b101_1011;
            4'b0011: r_Segments = 7'b100_1111;
            4'b0100: r_Segments = 7'b110_0110;
            4'b0101: r_Segments = 7'b110_1101;
            4'b0110: r_Segments = 7'b111_1101;
            4'b0111: r_Segments = 7'b000_0111;
            4'b1000: r_Segments = 7'b111_1111;
            4'b1001: r_Segments = 7'b110_1111;
            default: r_Segments = 7'b000_0000;
        endcase
    end
    assign o_Segments[7]    = i_Enable_Dot & i_Select[0] & ~i_Select[1];
    assign o_Segments[6:0]  = r_Segments[6:0];
    always @(*) begin
        case(i_Select)
            2'b00:      r_Digits = 4'b0001;
            2'b01:      r_Digits = 4'b0010;
            2'b10:      r_Digits = 4'b0100;
            2'b11:      r_Digits = 4'b1000;
            default:    r_Digits = 4'b0000;
        endcase
    end
    assign w_Enable_Digits[0] = i_Enable_Digits[3] & r_Digits[0];
    assign w_Enable_Digits[1] = i_Enable_Digits[2] & r_Digits[1];
    assign w_Enable_Digits[2] = i_Enable_Digits[1] & r_Digits[2];
    assign w_Enable_Digits[3] = i_Enable_Digits[0] & r_Digits[3];
    assign o_Digits[3:0]    = w_Enable_Digits[3:0];
endmodule
==> flow/run.sh <==
#!/bin/bash
# OpenROAD 26Q1-2900-gdf79404cd8, Yosys 0.63+post, stock flow scripts
make -C /OpenROAD-flow-scripts/flow DESIGN_CONFIG=/design/flow/config.mk WORK_HOME=/design/flow/orfs finish
==> flow/config.mk <==
export PLATFORM = sky130hd
export DESIGN_NAME = clock_top
export DESIGN_NICKNAME = clock_top
export VERILOG_FILES = /design/flow/design.v
export SDC_FILE = /design/flow/constraint.sdc
export NUM_CORES = 4
export LEC_CHECK = 1
export CORE_UTILIZATION = 30
==> flow/constraint.sdc <==
current_design clock_top

set clk_period 2.8
set clk_io_pct 0.2

create_clock -name clk0 -period $clk_period [get_ports {i_Clock}]

set non_clock_inputs [all_inputs -no_clocks]
set_input_delay [expr $clk_period * $clk_io_pct] -clock clk0 $non_clock_inputs
set_output_delay [expr $clk_period * $clk_io_pct] -clock clk0 [all_outputs]
==> CHANGELOG.md <==
## Implementation

- Outcome: finished, final reports clean
- Most common reg cell: dfxtp_1
- Fp util: 31.3%
- Clock share of power: 27.8%
- Switch Pwr: 0.000462 W
- Final period util: 96.2%
- Global Route met3 Usage: 1.78%
- Vias post-DR: 1656
- Area grow syn2layout: 16.5%
- Setup TNS: 0 ns
- First-pass GRT wire length: 6.28 mm
- Number of enable flip-flop cells: 2
- Slowest cell on the critical path: clkdlybuf4s50_1
- GR Util met1: 15.0%
- IO buf count: 14
- Relative slew slack: 53.8%
- Routed vias/inst: 4.50
- Post-route ant nets: 0
- Critical Path Sink Type: output port
- Worst setup SP type: flop
- CTS H-tree depth: 2
- Leakage Power: 1.01 nW
- Placed cells: 359
- Chip area: 7960 um2
- Comb power frac: 22.6%
- MaxCap Viol Count: 0
- Wirelength, routed: 3.66 mm
- Clk buf depth: 2
- CTS Buf Count: 5
- Yosys stat area: 2280 um2
- Initial antenna violation count: 0
- Worst Hold Class: flop to flop
- Final RePlAce weighted congestion: 0.778
- Setup violations, final: 0
- Crit path largest cell delay: 0.48 ns
- Max Transition Viols Final: 0
- Synth Instances: 250
- Vias in the first global route: 1483
- Worst hold margin: 0.419 ns
- Clk_skew: 0.0148 ns
- Final Non-Filler Cells: 368
- Detailed-route DRC error count: 0
- Tmin final: 2.69 ns
- Pint: 0.00113 W
- Area share, top type: 39.5%
- Ys async rst share: 0%
- Pwr/cell area: 600 nW/um2
- Worst-path clk slew: 0.09 ns
- Total clock sinks: 47
- Wire per inst: 9.96 um
- Cell Type Count: 43
- Clock Tree Root: clkbuf_8
- Skew-Pair Late Insertion Delay: 0.30 ns
- Worst IR drop on VDD: 0.000204 V
- Ys Warns: 11
- Die height: 89.2 um
- Drt first pass iters: 3
- CTS tree: built
- Num rows: 31
- Log Warnings: 34
- Switching fraction of total power: 29.0%
- Final Cell Area: 2660 um2
- # IOs: 15
- Top Usage Layer GRT: met2
- Yosys cell count: 250
- Worst slew pin tran: 0.688 ns
- Syn Std Cell Area: 2280 um2
- CP Class: flop to output port
- Syn avg cell area: 9.13 um2
- Pin count of the biggest net entering global routing: 15
- Post-DP HPWL: 2.71 mm
- Remaining Overflow, GRT: 0
- Crit path max fanout: 4
- # diodes: 0
- Cell area leaders: dfxtp_1 39%, ha_1 7.7%, xnor2_1 6.5%
- Crit path DAT: 2.13 ns
- Critical Path, Cell by Cell: mux2i_1 > nor2_2 > buf_4 > ha_1 > o22a_1 > o21ai_0 > clkdlybuf4s50_1
- Post-placement cell area: 2530 um2
- Met2 Use GR: 15.7%
- Sequential share of power: 49.6%
- Final hold violation count: 0
- Max Clk Rate: 0.371 GHz
- Seq share, synth: 42.1%
- RSZ-0062 raised after global routing: yes
- DR iter-0 viols: 27
- Post-synth top area cell: dfxtp_1
- Tot GR Track Use: 9.91%
- Die width: 89.2 um
- Synth flops: 47
- Worst path required time: 2.24 ns
- # fillers: 751
- Layout cell share with drive strength beyond 1: 8.18%
- Core area: 7290 um2
-- cells by family (layout without fill, tap and decap cells) --
family	after synthesis	after routing	synth area share, %
compound gates	34	34	9.38
xor+xnor	31	31	11.9
fa+ha+maj	14	14	7.68
buf+inv	20	39	3.84
flops	47	47	42.1
mux	3	3	1.32
simple gates	101	101	23.8
-- cell type report --
| class | count | area [um2] | area share [%] |
|---|---|---|---|
| Sequential cell | 47 | 967 | 36.4 |
| Timing Repair Buffer | 18 | 170 | 6.40 |
| Multi-Input combinational cell | 183 | 1240 | 46.8 |
| Clock buffer | 7 | 96.3 | 3.62 |
| Tap cell | 99 | 124 | 4.66 |
| Clock inverter | 1 | 7.51 | 0.282 |
| Inverter | 13 | 48.8 | 1.84 |
-- final timing paths --
| path | from | end | slack (ns) | cells past startpoint |
|---|---|---|---|---|
| max | CLOCK_MASTER.r_Counter[4] | o_Segments[3] | 0.11 | 7 |
| min | CLOCK_MASTER.r_Counter[0] | CLOCK_MASTER.r_Counter[0] | 0.42 | 1 |
| max reg2reg | CONTROL_UNIT.r_State[0] | CLOCK_COUNTERS.UNITS_HOUR.r_Counter[1] | 1.04 | 6 |
| min reg2reg | CLOCK_MASTER.r_Counter[0] | CLOCK_MASTER.r_Counter[0] | 0.42 | 1 |
-- power by group through the flow --
| stage | registers [W] | clock network (W) | logic (W) |
|---|---|---|---|
| 5_1_grt | 0.000802 | 0.000483 | 0.000413 |
| 4_1_cts | 0.000788 | 0.000463 | 0.000355 |
| 6_report | 0.000792 | 0.000443 | 0.000361 |
-- synth_stat cells (2+ instances only) --
master     number
a2bb2oi_1       2
nand4_1         5
a211oi_1        4
nor2_1         35
o22a_1          2
o21ai_0         7
nand3_1        12
xor2_1         14
xnor2_1        17
and4_1          5
nor3b_1         2
nor3_1          4
edfxtp_1        2
or3_1           3
and3_1          3
nand3b_1        3
mux2i_1         3
dfxtp_1        45
clkbuf_1        4
nand2_1        15
o31ai_1         3
nor2b_1         4
a21oi_1        11
inv_1          13
ha_1           14
-- routing by layer --
metal,share of wire [%],up-vias
li1,-,896
met1,52,735
met2,43,19
met3,3.5,6
met4,1.0,0
met5,0,-
-- per-stage QoR --
step                      setup slack, ns  util [%]  total power, W
after CTS                         0.00374      36.2         0.00161
after detailed placement            0.264      34.7         0.00115
after global routing              -0.0328      36.5         0.00170
after floorplan                     0.735         -         0.00107
final                               0.105      36.5         0.00160
after global placement              0.309      34.7         0.00115
-- critical path, delay by kind of cell, from the launching register on --
kind	cells	cell delay, ns
compound gates	2	0.33
fa+ha+maj	1	0.21
buf+inv	2	0.63
flops	1	0.38
mux	1	0.21
simple gates	1	0.08
-- cell usage in the layout (no fill, tap or decap), types with 2 or more instances in the layout --
| cell | netlist | final |
|---|---|---|
| a211oi_1 | 4 | 4 |
| a21oi_1 | 11 | 11 |
| a2bb2oi_1 | 2 | 2 |
| and3_1 | 3 | 3 |
| and4_1 | 5 | 5 |
| buf_4 | 1 | 4 |
| clkbuf_8 | 0 | 7 |
| clkdlybuf4s50_1 | 0 | 14 |
| dfxtp_1 | 45 | 42 |
| dfxtp_2 | 0 | 2 |
| edfxtp_1 | 2 | 2 |
| ha_1 | 14 | 14 |
| inv_1 | 13 | 13 |
| mux2i_1 | 3 | 2 |
| nand2_1 | 15 | 15 |
| nand3_1 | 12 | 12 |
| nand3b_1 | 3 | 3 |
| nand4_1 | 5 | 5 |
| nor2_1 | 35 | 33 |
| nor2_2 | 0 | 2 |
| nor2b_1 | 4 | 3 |
| nor3_1 | 4 | 4 |
| nor3b_1 | 2 | 2 |
| o21ai_0 | 7 | 7 |
| o22a_1 | 2 | 2 |
| o31ai_1 | 3 | 3 |
| or3_1 | 3 | 3 |
| xnor2_1 | 17 | 17 |
| xor2_1 | 14 | 14 |
-- flip-flops by register name (all words and copies together), names as in the netlist --
name	cells
BUTTON_SET.r_State	1
BUTTON_SET.r_Released_Button	1
BUTTON_UP.r_State	1
CLOCK_COUNTERS.TENS_HOUR.r_Counter	2
CONTROL_UNIT.r_State	2
CLOCK_COUNTERS.UNITS_HOUR.r_Counter	4
BUTTON_UP.r_Counter	10
BUTTON_SET.r_Counter	10
BUTTON_UP.r_Released_Button	1
CLOCK_MASTER.r_Counter	15
-- what timing repair did --
| action | in CTS | in global routing |
|---|---|---|
| hold buffers | 0 | 0 |
| pin swaps | 0 | 1 |
| gates resized | 2 | 6 |
| buffers inserted | 0 | 1 |
| setup endpoints to repair | 4 | 6 |
Power and IR drop assume default switching activity.
